===== /design/flow/run.sh =====
#!/bin/bash
# OpenROAD 26Q1-2900-gdf79404cd8, Yosys 0.63+post, stock flow scripts
make -C /OpenROAD-flow-scripts/flow DESIGN_CONFIG=/design/flow/config.mk WORK_HOME=/design/flow/orfs finish

===== /design/flow/config.mk =====
export PLATFORM = sky130hd
export DESIGN_NAME = addSub
export DESIGN_NICKNAME = addSub
export VERILOG_FILES = /design/flow/design.v
export SDC_FILE = /design/flow/constraint.sdc
export NUM_CORES = 4
export LEC_CHECK = 1
export CORE_AREA = 10 10 70 70
export DIE_AREA = 0 0 80 80

===== /design/flow/constraint.sdc =====
current_design addSub

set clk_period 2.8
set clk_io_pct 0.2

create_clock -name clk0 -period $clk_period

set non_clock_inputs [all_inputs -no_clocks]
set_input_delay [expr $clk_period * $clk_io_pct] -clock clk0 $non_clock_inputs
set_output_delay [expr $clk_period * $clk_io_pct] -clock clk0 [all_outputs]

===== /design/flow/design.v =====
module addSub (x, y, cin, s, cout);
input[3:0]x, y;
input cin;
output [3:0]s;
output cout;
wire c1, c2, c3, x0, x1, x2, x3;
xor (x0, cin, y[0]);
fulladd f1(x[0], x0, cin, s[0], c1);
xor (x1, cin, y[1]);
fulladd f2(x[1], x1, c1, s[1], c2);
xor (x2, cin, y[2]);
fulladd f3(x[2], x2, c2, s[2], c3);
xor (x3, cin, y[3]);
fulladd f4(x[3], x3, c3, s[3], cout);
endmodule
module fulladd (Cin, x, y, s, Cout);
    input Cin, x, y;
    output s, Cout;
    assign s = x ^ y ^ Cin;
    assign Cout = (x & y) | (x & Cin) | (y & Cin);
endmodule

==> run_summary.xml <==
<?xml version="1.0" encoding="UTF-8"?>
<metrics>
  <group name="run_status">
    <metric name="status" unit="">completed</metric>
  </group>
  <group name="cells_and_area">
    <metric name="flop_area" unit="µm²">0</metric>
    <metric name="design_area" unit="µm²">358</metric>
    <metric name="proportion_of_layout_cells_with_a_drive_suffix_above_1" unit="%">48.3</metric>
    <metric name="layout_clock_buffer_count" unit="">0</metric>
    <metric name="ff_count" unit="">0</metric>
    <metric name="areaGrowthSynthToFinish" unit="%">136</metric>
    <metric name="fill_cells" unit="">401</metric>
  </group>
  <group name="setup_path">
    <metric name="startpoint_type" unit="">primary input</metric>
    <metric name="critical_path_required" unit="ns">2.24</metric>
    <metric name="critPathCaptureType" unit="">primary output</metric>
    <metric name="crit_path_top_delay_cell" unit="">sky130_fd_sc_hd__fa_2</metric>
    <metric name="critical_path.max_stage_delay" unit="ns">0.52</metric>
    <metric name="worstPathArrival" unit="ns">2.22</metric>
    <metric name="cp_cell_sequence" unit="">buf_8 -&gt; mux2_4 -&gt; fa_2 -&gt; inv_2 -&gt; fa_2 -&gt; inv_2 -&gt; fa_2 -&gt; buf_6</metric>
    <metric name="critical_path.most_common_cell" unit="">sky130_fd_sc_hd__fa_2</metric>
    <metric name="crit_type" unit="">primary input to primary output</metric>
    <metric name="critical_path_peak_fanout" unit="">2</metric>
  </group>
  <group name="floorplan">
    <metric name="top_level_ports" unit="">14</metric>
    <metric name="die-width" unit="µm">80</metric>
    <metric name="rows" unit="">21</metric>
    <metric name="core-area" unit="µm²">3420</metric>
    <metric name="floorplan.core_util" unit="%">4.43</metric>
    <metric name="chip_footprint" unit="µm²">6400</metric>
    <metric name="die_h" unit="µm">80</metric>
  </group>
  <group name="flow_run">
    <metric name="stage_log_warnings" unit="">36</metric>
    <metric name="max_cap_viol_count" unit="">0</metric>
  </group>
  <group name="routing">
    <metric name="met3_length" unit="µm">73</metric>
    <metric name="drc_errors" unit="">0</metric>
    <metric name="via_density" unit="">1.80</metric>
    <metric name="route.top_layer_used" unit="">met3</metric>
    <metric name="via_count" unit="">135</metric>
    <metric name="first_pass_iters" unit="">2</metric>
    <metric name="drt.antenna.violating_nets" unit="">0</metric>
    <metric name="antenna-diode-count" unit="">0</metric>
    <metric name="routed_wl" unit="µm">550</metric>
    <metric name="routedLengthMet1" unit="µm">311</metric>
    <metric name="detailroute.wirelength.met2" unit="µm">164</metric>
    <metric name="drt_iter0_markers" unit="">1</metric>
    <metric name="wl_per_cell" unit="µm">7.33</metric>
  </group>
  <group name="hold_path">
    <metric name="worstHoldPathCells" unit="">4</metric>
    <metric name="worstHoldStart" unit="">y[0]</metric>
    <metric name="whs_endpoint" unit="">s[0]</metric>
    <metric name="hp-class" unit="">primary input to primary output</metric>
  </group>
  <group name="yosys">
    <metric name="post_synth_most_frequent_cells" unit="">4 x sky130_fd_sc_hd__buf_4, 4 x sky130_fd_sc_hd__inv_1, 3 x sky130_fd_sc_hd__fa_1, 3 x sky130_fd_sc_hd__xor2_1</metric>
    <metric name="post_synth_instance_area" unit="µm²">151</metric>
    <metric name="synth_top_cell_by_area" unit="">sky130_fd_sc_hd__fa_1</metric>
    <metric name="synth_cell_types" unit="">6</metric>
    <metric name="xor_area_share" unit="%">23.1</metric>
    <metric name="yosys.area_share.aoi" unit="%">0</metric>
    <metric name="ys_sh_mux" unit="%">7.44</metric>
    <metric name="syn_area_per_cell" unit="µm²">9.46</metric>
    <metric name="post_synth_inst_count" unit="">16</metric>
    <metric name="yosys.area.top_type_share" unit="%">39.7</metric>
    <metric name="fa_ha_area_share" unit="%">39.7</metric>
    <metric name="ys_area" unit="µm²">151</metric>
    <metric name="synth_stat.cells" unit="">16</metric>
    <metric name="synthTopLogicFamily" unit="">adder cells</metric>
    <metric name="simple_gate_area_share" unit="%">0</metric>
    <metric name="most_area_consuming_cells_after_synthesis" unit="">sky130_fd_sc_hd__fa_1 40%, sky130_fd_sc_hd__buf_4 20%, sky130_fd_sc_hd__xor2_1 17%</metric>
    <metric name="total_number_of_yosys_warnings" unit="">0</metric>
    <metric name="yosys.stat.seqShare" unit="%">0</metric>
  </group>
  <group name="placed_design">
    <metric name="detailed_place.area" unit="µm²">342</metric>
    <metric name="place_hpwl" unit="µm">538</metric>
    <metric name="gp_routability_congestion" unit="">0.754</metric>
    <metric name="io_buffer_count" unit="">14</metric>
  </group>
  <group name="final_timing">
    <metric name="timing.final.max_slew_violations" unit="">0</metric>
    <metric name="achievable-frequency" unit="GHz">0.360</metric>
    <metric name="tightest_slew_margin_relative_to_the_limit" unit="%">84.2</metric>
    <metric name="timing_worst_slew_pin_value" unit="ns">0.235</metric>
    <metric name="period_used_share" unit="%">99.3</metric>
    <metric name="grt_setup_unrepaired" unit="">yes</metric>
    <metric name="finalHoldViolCount" unit="">0</metric>
    <metric name="clock_period_minus_final_worst_setup_slack" unit="ns">2.78</metric>
    <metric name="final-setup-viol-count" unit="">0</metric>
  </group>
  <group name="power_and_ir_drop">
    <metric name="power.density_cell_area" unit="nW/µm²">197</metric>
    <metric name="ir_worst_vdd" unit="mV">0.0540</metric>
    <metric name="finalPower" unit="µW">70.5</metric>
    <metric name="leakage" unit="µW">0.000145</metric>
  </group>
  <group name="global_route">
    <metric name="grt_first_pass_wirelength" unit="µm">800</metric>
    <metric name="global_route.usage.total" unit="%">1.65</metric>
    <metric name="final_global_route_overflow_total" unit="">0</metric>
    <metric name="grt_max_degree" unit="">4</metric>
    <metric name="first_global_vias" unit="">153</metric>
    <metric name="antenna_found_initial" unit="">0</metric>
  </group>
  <group name="clock_tree">
    <metric name="post_cts.repair.setup_buffers" unit="">0</metric>
  </group>
</metrics>
metrics by stage:
| step | hold WS [ns] | instances | utilization (%) | worst slack, ns | setup TNS, ns |
|---|---|---|---|---|---|
| finish | 1.76 | 75 | 10.5 | 0.0209 | 0 |
| global route | 1.78 | 75 | 10.5 | 0.00230 | 0 |
| CTS | 1.76 | 75 | 10.0 | 0.00135 | 0 |
| detailed placement | 2.17 | 75 | 10.0 | -0.767 | -2.01 |
| global placement | 2.17 | 75 | 10.0 | -0.741 | -1.91 |
| floorplan | 1.23 | 16 | - | 0.209 | 0 |
repair_timing:
item,CTS,global route
gates resized,28,4
pin swaps,2,2
hold buffers,0,0
endpoints found under the setup margin,4,1
endpoints found under the hold margin,0,0
layout by cell type (no fill, tap or decap), types with 2 or more instances in the layout:
cell type / count
sky130_fd_sc_hd__xor2_1: 2
sky130_fd_sc_hd__buf_4: 3
sky130_fd_sc_hd__clkdlybuf4s50_1: 6
sky130_fd_sc_hd__inv_1: 2
sky130_fd_sc_hd__fa_2: 3
sky130_fd_sc_hd__inv_2: 2
sky130_fd_sc_hd__dlygate4sd2_1: 4
sky130_fd_sc_hd__buf_6: 2
worst max path at each step:
stage         start   end  slack (ns)  cells past startpoint
CTS             cin  s[3]       0.001                      8
global route   y[0]  s[3]       0.002                      8
finish         y[0]  s[3]        0.02                      8
critical path, delay by kind of cell:
kind       cells  cell delay, ns
mux            1            0.30
buf+inv        4            0.29
fa+ha+maj      3            1.08
layout make-up:
type	count	area (µm²)	share of cell area [%]
inverter	4	15.0	4.20
multi-input combinational	8	125	35.0
tap	46	57.6	16.1
timing repair buffer	17	160	44.8
cell families (layout without fill, tap and decap cells):
group	Yosys count	count (layout)
buffers and inverters	8	21
adders and majority gates	3	3
xor gates and xnor gates	4	4
muxes	1	1
per-layer routing:
layer  GRT usage (%)  up-vias
li1                -       66
met2            1.93       11
met1            2.61       58
met5               0        -
met4               0        0
met3           0.909        0
report_power, final:
group	internal, µW	total [µW]	switching (µW)
logic	46.8	70.5	23.7
clock network	0	0	0
registers	0	0	0
No activity file was given, so power comes from the tool's default toggle rates.
